**design/flow/run.sh**
```bash
#!/bin/bash
# OpenROAD 26Q1-2900-gdf79404cd8, Yosys 0.63+post, stock flow scripts
make -C /OpenROAD-flow-scripts/flow DESIGN_CONFIG=/design/flow/config.mk WORK_HOME=/design/flow/orfs finish
```
**design/flow/constraint.sdc**
```tcl
current_design inert_intf

set clk_period 7.9
set clk_io_pct 0.2

create_clock -name clk0 -period $clk_period [get_ports {clk}]

set non_clock_inputs [all_inputs -no_clocks]
set_input_delay [expr $clk_period * $clk_io_pct] -clock clk0 $non_clock_inputs
set_output_delay [expr $clk_period * $clk_io_pct] -clock clk0 [all_outputs]
```
**design/flow/design.v**
```verilog
module SPI_mnrch(
  input clk, rst_n, wrt, MISO,
  input [15:0] wt_data,
  output logic done, SS_n, SCLK, MOSI,
  output [15:0] rd_data
);
logic init, set_done, ld_SCLK, MISO_smpl, done15, shft_imm, shft;
logic [15:0] shft_reg;
logic [4:0] SCLK_div;
logic [3:0] bit_cnt;
typedef enum reg [2:0] {IDLE, NOT_SHIFT, WORKHORSE, BACKPORCH} state_t;
state_t state, nxt_state;
assign MOSI = shft_reg[15];
assign SCLK = SCLK_div[4];
assign shft_imm = (SCLK_div == 5'b11111) ? 1'b1 : 1'b0;
assign smpl = (SCLK_div == 5'b01111) ? 1'b1 : 1'b0;
assign done15 = &bit_cnt;
assign rd_data = shft_reg;
always_ff @(posedge clk) begin
  if (ld_SCLK)
    SCLK_div <= 5'b10111;
  else
    SCLK_div <= SCLK_div + 1;
end
always_ff @(posedge clk) begin
  if (init)
    bit_cnt <= 4'h0;
  else if (shft)
    bit_cnt <= bit_cnt + 1;
end
always_ff @(posedge clk, negedge rst_n) begin
  if (!rst_n)
    state <= IDLE;
  else
    state <= nxt_state;
end
always_ff @(posedge clk) begin
  if (smpl)
    MISO_smpl <= MISO;
end
always_ff @(posedge clk) begin
  if (init)
    shft_reg <= wt_data;
  else if (shft)
    shft_reg <= {shft_reg[14:0], MISO_smpl};
end
always_ff @(posedge clk, negedge rst_n) begin
  if (!rst_n) begin
    done <= 0;
    SS_n <= 1;
  end else if (init) begin
    done <= 0;
    SS_n <= 0;
  end else if (set_done) begin
    done <= 1;
    SS_n <= 1;
  end
end
always_comb begin
  set_done = 0;
  init = 0;
  ld_SCLK = 0;
  shft = 0;
  nxt_state = state;
  case(state)
    NOT_SHIFT: if (shft_imm)
      nxt_state = WORKHORSE;
    WORKHORSE: if (done15)
      nxt_state = BACKPORCH;
      else if (shft_imm)
      shft = 1;
    BACKPORCH: if (shft_imm) begin
      shft = 1;
      ld_SCLK = 1;
      set_done = 1;
      nxt_state = IDLE;
    end
    default: if (wrt) begin
      init = 1;
      nxt_state = NOT_SHIFT;
      ld_SCLK = 1;
    end
  endcase
end
endmodule
module inert_intf(clk,rst_n,strt_cal,cal_done,heading,rdy,IR_Dtrm,
                  SS_n,SCLK,MOSI,MISO,INT,moving,en_fusion);
  parameter FAST_SIM = 1;	 
  input clk, rst_n;
  input MISO;							 
  input INT;							 
  input strt_cal;						 
  input moving;							 
  input en_fusion;						 
  input [8:0] IR_Dtrm;					 
  output cal_done;				 
  output signed [11:0] heading;	 
  output rdy;					 
  output SS_n,SCLK,MOSI;		 
   logic int_ff1, int_ff2;
   logic [15:0] timer, cmd;
  logic vld_pre, wrt, C_Y_L, C_Y_H, vld;
  wire done;
  wire [15:0] inert_data;		 
  wire signed [15:0] yaw_rt;
  logic [7:0] yaw_H, yaw_L;
  assign yaw_rt = {yaw_H, yaw_L};
  always_ff @(posedge clk, negedge rst_n) begin
    if (!rst_n) begin
      yaw_H <= '0;
      yaw_L <= '0;
    end else if (C_Y_H)
      yaw_H <= inert_data[7:0];
    else if (C_Y_L)
      yaw_L <= inert_data[7:0];
   end
  typedef enum reg [3:0] {INIT1, INIT2, INIT3, READING, YAWL, YAWH} state_t;
  state_t state, nxt_state;
  SPI_mnrch iSPI(.clk(clk),.rst_n(rst_n),.SS_n(SS_n),.SCLK(SCLK),
                 .MISO(MISO),.MOSI(MOSI),.wrt(wrt),.done(done),
				 .rd_data(inert_data),.wt_data(cmd));
  inertial_integrator #(FAST_SIM) iINT(.clk(clk), .rst_n(rst_n), .strt_cal(strt_cal),
                        .vld(vld),.rdy(rdy),.cal_done(cal_done), .yaw_rt(yaw_rt),.moving(moving),
						.en_fusion(en_fusion),.IR_Dtrm(IR_Dtrm),.heading(heading));
  always_ff @(posedge clk, negedge rst_n) begin
    if (!rst_n)
      state <= INIT1;
    else
      state <= nxt_state;
  end
  always_comb begin
    wrt = 0;
    C_Y_L = 0;
    C_Y_H = 0;
    vld_pre = 0;
    nxt_state = state;
    cmd = '0;
    case(state)
      default: if (&timer) begin
        wrt = 1;                       
        cmd = 16'h0D02;                
        nxt_state = INIT2;
      end
      INIT2: if (done) begin
        wrt = 1;                       
        cmd = 16'h1160;
        nxt_state = INIT3;
      end
      INIT3: if (done) begin
        wrt = 1;                       
        cmd = 16'h1440;
        nxt_state = READING;
      end
      READING: if (int_ff2) begin
        wrt = 1;                       
        cmd = 16'hA6xx;
        nxt_state = YAWL;
      end
      YAWL: if (done) begin
        wrt = 1;                       
        C_Y_L = 1;                     
        cmd = 16'hA7xx;
        nxt_state = YAWH;
      end
      YAWH: if (done) begin
        vld_pre = 1;                   
        C_Y_H = 1;                     
        nxt_state = READING;
      end
    endcase   
  end
  always_ff @(posedge clk) begin 
    if (!rst_n) begin
      int_ff1 <= 0;
      int_ff2 <= 0;
    end else
      int_ff1 <= INT;
      int_ff2 <= int_ff1;
  end
  always_ff @(posedge clk, negedge rst_n) begin
    if (!rst_n)
      timer <= '0;
    else
      timer <= timer + 1;
  end
  always_ff @(posedge clk, negedge rst_n) begin
    if (!rst_n)
      vld <= '0;
    else
      vld <= vld_pre;
  end
endmodule
module inertial_integrator(clk,rst_n,strt_cal,cal_done,vld,rdy,yaw_rt,
                           IR_Dtrm,heading,moving,en_fusion);
  parameter FAST_SIM = 1;		 
  input clk, rst_n;
  input strt_cal;						 
  input vld;							 
  input signed [15:0] yaw_rt;			 
  input [8:0] IR_Dtrm;					 
  input moving;							 
  input en_fusion;						 
  output logic cal_done;				 
  output reg rdy;
  output signed [11:0] heading;
  reg signed [18:0] yaw_comp;			 
  reg signed [18:0] yaw_scaled;			 
  reg vld_ff1,vld_ff2;				 
  logic clr_integrator;
  logic clr_smpl_cntr;
  logic en_smpl_cntr;
  logic compensate_offset;
  typedef enum reg[1:0] {IDLE,CALIBRATING,RUNNING} state_t;
  state_t state,nstate;
  reg signed [26:0] yaw_int;						 
  reg signed [18:0] yaw_off;						 
  reg [11:0] smpl_cntr;								 
  wire signed [24:0] prod_rate;		 
  wire enough_smpls;		 
  wire signed [18:0] yaw_fusion;
  always_ff @(posedge clk, negedge rst_n)
    if (!rst_n)
	   state <= IDLE;
	 else
	   state <= nstate;
  always_comb begin
	 cal_done = 0;
	 clr_integrator = 0;
	 clr_smpl_cntr = 0;
	 en_smpl_cntr = 0;
	 compensate_offset = 0;
	 nstate = IDLE;
	 case (state)
	   IDLE : begin
		  if (strt_cal) begin				 
		    clr_integrator = 1;			 
			clr_smpl_cntr = 1;				 
		    nstate = CALIBRATING;			 
		  end else
		    nstate = IDLE;
		end
		CALIBRATING : begin
		  en_smpl_cntr = vld_ff1;			 
		  if (enough_smpls) begin			 
		    cal_done = 1;
			clr_integrator = 1;
			nstate = RUNNING;
		  end else
			nstate = CALIBRATING;
		end
		default : begin		 
		  compensate_offset = 1;
		  if (strt_cal) begin				 
			 clr_smpl_cntr = 1;
			 clr_integrator = 1;
			 nstate = CALIBRATING;
		  end else
		    nstate = RUNNING;
		end
	 endcase
  end
  always_ff @(posedge clk) begin
    yaw_comp <= (compensate_offset) ? {yaw_rt,3'b000}-yaw_off : {{3{yaw_rt[15]}},yaw_rt};
  end
  always_ff @(posedge clk)
    if (vld_ff1)
      yaw_scaled <= yaw_comp;		 
  always @(posedge clk, negedge rst_n)
    if (!rst_n)
	  smpl_cntr <= 0;
	else if (clr_smpl_cntr)
	  smpl_cntr <= 0;
	else if (en_smpl_cntr)
	  smpl_cntr <= smpl_cntr + 1;
  generate if (FAST_SIM)
    assign enough_smpls = (smpl_cntr==12'h008) ? 1'b1 : 1'b0;
  else
    assign enough_smpls = (smpl_cntr==12'h800) ? 1'b1 : 1'b0;
  endgenerate	
  always_ff @(posedge clk, negedge rst_n) begin
    if (!rst_n) begin
      vld_ff1 <= 1'b0;
      vld_ff2 <= 1'b0;
      rdy <= 1'b0;
	  end else begin
      vld_ff1 <= vld;
      vld_ff2 <= vld_ff1;
	    rdy <= vld_ff2;
	  end end
	assign yaw_fusion = (en_fusion) ? -{{3{IR_Dtrm[8]}},IR_Dtrm,7'h00} + {{7{IR_Dtrm[8]}},IR_Dtrm,3'h0} :  
                                      19'h00000;
  always @(posedge clk, negedge rst_n)
    if (!rst_n) begin
	  yaw_int <= 0;
	end else if (clr_integrator) begin
	  yaw_int <= 0;
	end else if ((vld_ff2) && ((!compensate_offset) || (moving))) begin
	  if (FAST_SIM)	 
	    yaw_int  <= yaw_int + {{6{yaw_scaled[18]}},yaw_scaled,2'b00} +
	                          {{7{yaw_fusion[18]}},yaw_fusion,1'b0};
      else							
	    yaw_int  <= yaw_int + {{8{yaw_scaled[18]}},yaw_scaled} + 
	                          {{8{yaw_fusion[18]}},yaw_fusion};
	end
  always @(posedge clk, negedge rst_n)
    if (!rst_n) begin
	  yaw_off <= 19'h00000;
	end else if (cal_done) begin
	  if (FAST_SIM) begin
		yaw_off <= yaw_int[21:0];
      end else begin
		yaw_off <= yaw_int[26:8];
	  end
	end
	assign heading = yaw_int[26:15];
endmodule
```
**design/flow/config.mk**
```make
export PLATFORM = sky130hd
export DESIGN_NAME = inert_intf
export DESIGN_NICKNAME = inert_intf
export VERILOG_FILES = /design/flow/design.v
export SDC_FILE = /design/flow/constraint.sdc
export NUM_CORES = 4
export LEC_CHECK = 1
export CORE_UTILIZATION = 50
```
==> run summary <==
flow finished, numbers: clock-pin slew on the worst setup and hold paths ~0.07 ns, CTS tree done, top-count cell post-synth nand2_1, crit start category input port, Worst EP required around 8.2 ns, critical path cell sequence clkdlybuf4s50_1 > inv_1 > ha_1 > nor2b_1 > o31ai_1 > a21oi_1 > o21ai_0 > nand2b_1 > a21oi_1 > buf_4 > fa_1 > ha_1 > a21oi_1 > o21a_1 > o21ai_0 > a21oi_1 > o21a_1 > o21ai_1 > xor2_1 > a22o_1, CP Max Fanout 8, Yosys chip area a little over 9000 µm², fin crit period between 5 and 6 ns, largest reg by FF count iINT.yaw_int, antenna violations before repair 0, Comb power frac about 5.4%, Crit path largest cell delay 0.47 ns, flip-flops with a built-in enable 36, gr ovfl total 0, Simple-Gate Area Share 13.0%, Yosys warnings 4, flop2flop setup slack around 4.7 ns, vias in the first global route 6,114, vias 6,264, outcome finished, final reports clean, I/O pins 33, DR WL/cell around 16 µm, total global-route track usage between 20% and 30%, Leakage 4.58 nW, core footprint approximately 18,000 µm², share of layout cells above drive strength 1 roughly 7.5%, Worst Path Buf+Inv 3, Post-DP HPWL roughly 13,000 µm, Worst slew margin 49.4%, maxcap violations 0, Die Size approximately 19,000 µm², VDD IR max roughly 0.15 mV, synthesized instance count 895, worst min path class reg -> reg, Switching Power roughly 0.00043 W, chip height roughly 140 µm, fin util a little under three fifths, critical setup path kind in -> reg, CTS sink cnt 171, CTS Root Cell clkbuf_16, unrepaired setup endpoints after global routing false, Post-synth top cells 110 x nand2_1, 101 x dfrtp_1, 84 x o21ai_0, 56 x ha_1, 51 x inv_1, drc violations 0, Largest regs iINT.yaw_int: 25 flops, iINT.yaw_comp: 19 flops, iINT.yaw_scaled: 19 flops, Synth async-reset ratio 61.4%, crit path DAT 5.99 ns, row count between 40 and 50, Sequential Power Share 49.5%, max reg flops 25, crit share post-route a little under three quarters, CP dominant cell by count a21oi_1, first-pass GRT wire length 30,400 µm, Hold Buf Count CTS 0, dominant cell type by area after synthesis dfrtp_1, final wirelength ~18,000 µm, Max Clock Skew 0.0134 ns, clock group share of total power a little under half, CTS H-Tree Depth 4, Switching Share between 20% and 30%, largest net degree at the start of global routing about 60, # setup viols final 0, Max Freq approximately 0.18 GHz, Setup Buffers After CTS 0, Area leader share 27.4%, diode count 0, vias per std cell approximately 5.4, Top area cell types dfrtp_1 27%, edfxtp_1 12%, ha_1 7.6%, Avg Cell Area, Syn 10.3 µm², DR pass1 iterations 5, ao+oa area frac about 15%, comb area leader AND-OR/OR-AND gates, Max Slew Vio Count 0, Latency at later pin about 0.42 ns, Worst path slowest cell clkdlybuf4s50_1, CTS Buf Count 17, Routed Antenna Nets 0, CP delay by family, top AND-OR/OR-AND gates, Netlist cell types about 63, total negative slack 0 ns, DRT iter0 DRCs about 390, tool warnings 28, ys cells about 900, Commonest flop dfrtp_1, number of synthesized register bits around 170, Area Overhead vs Synth 11.2%, XORs/XNORs by Area 6.08%, worst-margin pin slew 0.759 ns, Netlist Area Pre-Place 9230 µm², area fraction in mux cells between 2 and 2.5%, RePlAce Congestion 0.897, Max Root-Sink Buffers 2, worst hold slack between 0.3 and 0.4 ns, final tally of hold violations 0, adder share around an eighth, Core Util at FP 51.2%, Pwr Density approximately 180 nW/µm², Power Internal ~0.0014 W, Die Span X between 100 and 150 µm, CTS resizes 0, CP Capture Type flop, Post-synth seq share between 40 and 50%, IO buf count 32
==> cells in the final DEF (no fill, tap or decap), types with 22 or more instances in the layout <==
| master | Yosys | final |
|---|---|---|
| a21oi_1 | 42 | 42 |
| and2_1 | 22 | 22 |
| clkdlybuf4s50_1 | 0 | 31 |
| dfrtp_1 | 101 | 101 |
| dfxtp_1 | 30 | 30 |
| edfxtp_1 | 36 | 36 |
| fa_1 | 25 | 25 |
| ha_1 | 56 | 56 |
| inv_1 | 51 | 51 |
| nand2_1 | 110 | 110 |
| nand3_1 | 35 | 35 |
| nor2_1 | 33 | 32 |
| o21ai_0 | 84 | 84 |
| xnor2_1 | 35 | 35 |
| xor2_1 | 29 | 29 |
==> kinds of logic (layout without fill, tap and decap cells) <==
group                    after synthesis  count (layout)
buffers and inverters                 89             122
adder cells (fa/ha/maj)               81              81
multiplexers                          19              19
XOR/XNOR                              64              64
flip-flops                           171             171
AND/OR/NAND/NOR                      254             254
AND-OR/OR-AND                        217             217
==> routing by layer <==
layer,GRT usage (%),wire [µm],share of wire (%),vias to the layer above
met2,32.2,8070,45,135
met5,1.11,0,0,-
met1,36.3,9010,50,2961
li1,-,-,-,3157
met3,4.80,870,4.8,11
met4,1.75,130,0.72,0
==> metrics by stage <==
stage | worst slack, ns | cells | instance area, µm² | total power, W
4_1_cts | 2.22 | 1157 | 10300 | 0.00183
3_5_place_dp | 1.79 | 1125 | 9680 | 0.00101
6_report | 2.22 | 1157 | 10300 | 0.00181
2_1_floorplan | 2.33 | 895 | 9230 | 0.000977
3_3_place_gp | 1.90 | 1125 | 9680 | 0.00101
5_1_grt | 1.82 | 1157 | 10300 | 0.00188
==> power groups by stage <==
stage                 sequential (W)  clock [W]  combinational [W]
after CTS                   0.000896   0.000839          0.0000994
after global routing        0.000896   0.000875           0.000111
final                       0.000896   0.000817          0.0000975
==> worst paths after layout <==
| path | from | end | cells past startpoint |
|---|---|---|---|
| worst max register to register | iINT.yaw_int[4]$_DFFE_PN0P_ | iINT.yaw_int[21]$_DFFE_PN0P_ | 11 |
| worst min-delay path | int_ff1$_SDFF_PN0_ | int_ff2$_DFF_P_ | 0 |
| worst max-delay path | IR_Dtrm[1] | iINT.yaw_int[24]$_DFFE_PN0P_ | 20 |
| worst min register to register | int_ff1$_SDFF_PN0_ | int_ff2$_DFF_P_ | 0 |
| min in group asynchronous | rst_n | iINT.yaw_int[4]$_DFFE_PN0P_ | 1 |
| max in group asynchronous | rst_n | iINT.yaw_off[15]$_DFFE_PN0P_ | 2 |
==> layout make-up <==
class,instances,area (µm²)
clock buffers,18,429
clock inverters,14,154
well taps,229,287
inverters,52,195
multi-input cells,635,4520
fillers,1486,7760
flip-flops and latches,171,4310
repair buffers,38,363
Power figures rest on the tool's default switching activity, not on a simulated workload.
