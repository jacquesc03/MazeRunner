## run.sh

```bash
#!/bin/bash
# OpenROAD 26Q1-2900-gdf79404cd8, Yosys 0.63+post, stock flow scripts
make -C /OpenROAD-flow-scripts/flow DESIGN_CONFIG=/design/flow/config.mk WORK_HOME=/design/flow/orfs finish
```

## config.mk

```make
export PLATFORM = sky130hd
export DESIGN_NAME = MtrDrv
export DESIGN_NICKNAME = MtrDrv
export VERILOG_FILES = /design/flow/design.v
export SDC_FILE = /design/flow/constraint.sdc
export NUM_CORES = 4
export LEC_CHECK = 1
export CORE_UTILIZATION = 50
```

## constraint.sdc

```tcl
current_design MtrDrv

set clk_period 11.4
set clk_io_pct 0.2

create_clock -name clk0 -period $clk_period [get_ports {clk}]

set non_clock_inputs [all_inputs -no_clocks]
set_input_delay [expr $clk_period * $clk_io_pct] -clock clk0 $non_clock_inputs
set_output_delay [expr $clk_period * $clk_io_pct] -clock clk0 [all_outputs]
```

## design.v

```verilog
module DutyScaleROM(clk,batt_level,scale);
  input clk;
  input [5:0] batt_level;
  output [12:0] scale;
  reg [11:0]scaleMem[0:63];
  reg [11:0] entry;
  assign scale = {1'b0,entry};	 
 always_ff @(posedge clk) begin
   case(batt_level)
     8'h00 : entry <= 12'h91B;
     8'h01 : entry <= 12'h90F;
     8'h02 : entry <= 12'h903;
     8'h03 : entry <= 12'h8F8;
     8'h04 : entry <= 12'h8EC;
     8'h05 : entry <= 12'h8E0;
     8'h06 : entry <= 12'h8D5;
     8'h07 : entry <= 12'h8C9;
     8'h08 : entry <= 12'h8BE;
     8'h09 : entry <= 12'h8B3;
     8'h0A : entry <= 12'h8A8;
     8'h0B : entry <= 12'h89D;
     8'h0C : entry <= 12'h892;
     8'h0D : entry <= 12'h888;
     8'h0E : entry <= 12'h87D;
     8'h0F : entry <= 12'h872;
     8'h10 : entry <= 12'h868;
     8'h11 : entry <= 12'h85E;
     8'h12 : entry <= 12'h854;
     8'h13 : entry <= 12'h849;
     8'h14 : entry <= 12'h83F;
     8'h15 : entry <= 12'h836;
     8'h16 : entry <= 12'h82C;
     8'h17 : entry <= 12'h822;
     8'h18 : entry <= 12'h818;
     8'h19 : entry <= 12'h80F;
     8'h1A : entry <= 12'h805;
     8'h1B : entry <= 12'h7FC;
     8'h1C : entry <= 12'h7F3;
     8'h1D : entry <= 12'h7E9;
     8'h1E : entry <= 12'h7E0;
     8'h1F : entry <= 12'h7D7;
     8'h20 : entry <= 12'h7CE;
     8'h21 : entry <= 12'h7C5;
     8'h22 : entry <= 12'h7BD;
     8'h23 : entry <= 12'h7B4;
     8'h24 : entry <= 12'h7AB;
     8'h25 : entry <= 12'h7A3;
     8'h26 : entry <= 12'h79A;
     8'h27 : entry <= 12'h792;
     8'h28 : entry <= 12'h789;
     8'h29 : entry <= 12'h781;
     8'h2A : entry <= 12'h779;
     8'h2B : entry <= 12'h771;
     8'h2C : entry <= 12'h769;
     8'h2D : entry <= 12'h761;
     8'h2E : entry <= 12'h759;
     8'h2F : entry <= 12'h751;
     8'h30 : entry <= 12'h749;
     8'h31 : entry <= 12'h741;
     8'h32 : entry <= 12'h73A;
     8'h33 : entry <= 12'h732;
     8'h34 : entry <= 12'h72B;
     8'h35 : entry <= 12'h723;
     8'h36 : entry <= 12'h71C;
     8'h37 : entry <= 12'h714;
     8'h38 : entry <= 12'h70D;
     8'h39 : entry <= 12'h706;
     8'h3A : entry <= 12'h6FF;
     8'h3B : entry <= 12'h6F7;
     8'h3C : entry <= 12'h6F0;
     8'h3D : entry <= 12'h6E9;
     8'h3E : entry <= 12'h6E2;
     8'h3F : entry <= 12'h6DB;
   endcase
 end
endmodule
module MtrDrv(
  input clk, rst_n,
  input signed [11:0] lft_spd, rght_spd, vbatt,
  output lftPWM1, lftPWM2, rghtPWM1, rghtPWM2
);
logic signed [12:0] scale_factor, lft_sat, rght_sat;
logic signed [24:0] lft_prod, rght_prod;
logic signed [11:0] lft_scaled, rght_scaled;
logic signed [11:0] lft_duty, rght_duty;
DutyScaleROM iDUT(.clk(clk), .batt_level(vbatt[9:4]), .scale(scale_factor));
PWM12 iDUTlft(.clk(clk), .rst_n(rst_n), .duty(lft_duty), .PWM1(lftPWM1), .PWM2(lftPWM2));
PWM12 iDUTrght(.clk(clk), .rst_n(rst_n), .duty(rght_duty), .PWM1(rghtPWM1), .PWM2(rghtPWM2));
always_ff @(posedge clk) begin : proc_lft_prod
  lft_prod <= lft_spd*$signed(scale_factor);;
end
always_ff @(posedge clk) begin : proc_rght_prod
  rght_prod <= rght_spd*$signed(scale_factor);
end
assign lft_sat = lft_prod[23:11];
assign rght_sat = rght_prod[23:11];
assign lft_scaled = (~lft_sat[12] && lft_sat[11]) ? 12'h7FF :
                 (lft_sat[12] && ~lft_sat[11]) ? 12'h800 :
                 lft_sat[11:0];
assign rght_scaled = (~rght_sat[12] && rght_sat[11]) ? 12'h7FF :
                 (rght_sat[12] && ~rght_sat[11]) ? 12'h800 :
                 rght_sat[11:0];
always_ff @(posedge clk) begin : proc_lft_duty
  lft_duty <= lft_scaled + $signed(12'h800);
end
always_ff @(posedge clk) begin : proc_rght_duty
  rght_duty <= $signed(12'h800) - rght_scaled;
end
endmodule
module PWM12(
  input clk, rst_n,  
  input unsigned [11:0] duty, 
  output logic PWM1, PWM2
);
  logic signed [11:0] cnt;
  localparam NONOVERLAP = 12'h02C;
  always_ff @(posedge clk, negedge rst_n) begin
    if (!rst_n)
      cnt <= '0;
    else
      cnt <= cnt + 1;
  end
  always_ff @(posedge clk, negedge rst_n) begin
    if (!rst_n)
      PWM1 <= 1'b0;
    else if (cnt>=duty)
      PWM1 <= 1'b0;
    else if (cnt>=NONOVERLAP)
      PWM1 <= 1'b1;
  end
  always_ff @(posedge clk, negedge rst_n) begin
    if (!rst_n)
      PWM2 <= 1'b0;
    else if (&cnt)
      PWM2 <= 1'b0;
    else if (cnt>=(duty+NONOVERLAP))
      PWM2 <= 1'b1;
  end
endmodule
```

==> impl_metrics.ini <==
; implementation run metrics
[layout]
drive_gt1_share_pct = 2.94
syn_to_final_growth_pct = 7.01

[synth]
synth-async-reset-ratio_pct = 31.5
ys_warn_count = 3
netlist_area_um2 = 14200
synth_cells = 1631
top_cells_by_area = fa_1 (28%), ha_1 (18%), inv_1 (8.7%)
ff_type = dfxtp_1
syn_area_per_cell_um2 = 8.71
ys_seq_share_pct = 13.5
top_area_cell = fa_1
ys_ff = 89
top_area_share_pct = 27.6
yosysChipArea_um2 = 14200
edf_count = 0
synth_stat.cells = 1631
yosysUniqueCellTypes = 63

[setup_path]
cp_slowest_cell = clkdlybuf4s50_1
worstPathRequired_ps = 11680
cp-end-kind = register
setup.worst_path.start_class = input pin
crit_path_start = lft_spd[11]
path_buffers = 4
r2r-start = iDUT.entry[5]
critical_path_arrival_ps = 7970
path_max_fanout = 9
path_delay_family = adder cells
timing.critical_path.mode_cell = fa_1
path_class = input pin to register
slowest_delay_ps = 720
crit_chain = clkdlybuf4s50_1 -> clkinv_1 -> nor2_1 -> fa_1 -> fa_1 -> fa_1 -> fa_1 -> inv_1 -> fa_1 -> inv_1 -> ha_1 -> a21oi_1 -> o21ai_0 -> o41ai_1 -> o21ai_0 -> a21oi_1 -> xnor2_1

[detailed_routing]
route.detailed.drc = 0
wl_met3_um = 1470
routed_via_density = 5.05
wl_per_cell_um = 13.7
detailedRoute.firstPassIterationCount = 4
routed_wl_um = 27600
vias = 10100
ant_nets = 0
drt_iter0_markers = 402
antennaDiodeCount = 0
drt-met1-wl_um = 14000
top_layer = met4
route.met2.wl_um = 12000

[final_timing]
period_used_pct = 67.4
slew_violations = 0
hold_violations = 0
worstMarginPinSlew_ps = 709
finalSetupViolCount = 0
grt_setup_unrepaired = false
relSlewSlack_pct = 52.6
setup_tns_ps = 0
min_period_ps = 7690
maxClockFrequency_mhz = 130
skew_ps = 11.3
timing.hold.ws_ps = 486

[clocking]
cts-htree-levels = 3
clkSinkCount = 89
cts_tree = built
numCtsBuffers = 9
cts-resized-gates = 0
clock_latency_ps = 350
cts_setup_buffers = 0
cts_hold_buf = 0
cts.clk_slew.worst_paths_ps = 70
clock_path_buffers = 2
clock_tree.root_cell = clkbuf_16

[pwr]
swShare_pct = 50.4
p_switching_uw = 2130
ir_drop_v = 0.000211
cellLeakagePower_uw = 0.00776
combPwrFrac_pct = 79.8
p_per_area_nw_per_um2 = 278
p_int_uw = 2090
seqPwrFrac_pct = 12.6
pwr-share-clk_pct = 7.7

[global_routing]
grt_pass1_vias = 9678
antenna_found_initial = 1
grt_pass1_wl_um = 47900
grtUsageTotal_pct = 21.6
overflow = 0
grt_max_degree = 42

[status]
outcome = completed

[floorplanning]
dieArea_um2 = 29100
ios = 42
fp_util_pct = 51.0
placementRows = 61
core_um2 = 27900
die_x_um = 171
chipHeight_um = 171

[run]
drv_cap = 0
openroad.warnings = 46

[hold_path]
hp-start = lft_prod[14]
hold_path.class = register to register

[place]
routabilityCongestion = 0.878
port_buffers = 35
hpwl_um = 22100
metrics by stage:
step           instance area, um2  worst slack (ps)  util, %  instances  total power [uW]
2_1_floorplan               14200              4490        -       1631              3240
3_3_place_gp                14900              3270     53.4       1992              3900
3_5_place_dp                14900              3300     53.4       1992              3900
4_1_cts                     15200              3670     54.5       2008              4270
5_1_grt                     15200              3300     54.5       2008              4830
6_report                    15200              3710     54.5       2008              4220
flip-flops by register name (all words and copies together) (netlist names), 11 cells and up:
name / count
iDUTlft.cnt: 12
iDUT.entry: 11
rght_prod: 13
iDUTrght.cnt: 12
rght_duty: 12
lft_prod: 13
lft_duty: 12
layer usage:
metal,vias to the layer above,global-route usage [%]
li1,5116,-
met1,4831,35.9
met2,186,31.6
met3,8,5.09
met4,0,0.979
met5,-,0
final cells by class:
cell class / instances / area, um2
tap: 378 / 473
timing repair buffer: 50 / 463
inverter: 332 / 1250
sequential: 89 / 1920
clock buffer: 10 / 239
multi-input combinational: 1143 / 10800
clock inverter: 6 / 72.6
fill: 2528 / 12700
power groups by stage:
stage / clock [uW] / combinational (uW) / sequential (uW)
global route: 347 / 3940 / 544
CTS: 335 / 3410 / 532
finish: 323 / 3370 / 532
placed cells by master (no fill, tap or decap), drive strengths merged, types with 5 or more instances in the layout:
cell / n
inv: 333
nand2: 212
ha: 202
fa: 196
and2: 93
dfxtp: 61
a21oi: 56
xnor2: 56
nor2: 55
clkdlybuf4s50: 35
o21ai: 34
dfrtp: 28
nand3: 27
nor3: 20
a21o: 19
buf: 15
xor2: 14
nand2b: 13
maj3: 12
and3: 11
o211ai: 10
nand4: 10
a31oi: 10
clkbuf: 10
mux2i: 8
o21a: 7
a211oi: 7
or3: 6
and4: 5
o21bai: 5
cell families after synthesis:
kind of cell / after synthesis / share of synthesized area [%]
mux: 10 / 0.881
buf+inv: 399 / 10.5
xor+xnor: 70 / 4.37
fa+ha+maj: 410 / 46.3
simple gates: 470 / 16.0
flops: 89 / 13.5
compound gates: 183 / 8.38
cells in the mapped netlist (all sizes together) (4+ instances only):
cell	number
a31oi	10
clkbuf	63
and2	93
nand2	212
buf	4
dfrtp	28
and3	11
a211oi	7
dfxtp	61
xor2	14
a311oi	4
o21ai	34
a221oi	4
a21oi	56
o21a	7
nor3	20
inv	330
ha	202
or3	6
nand4	10
a21o	19
nor2	55
fa	196
o41ai	4
o211ai	10
maj3	12
mux2i	8
o22ai	4
nand2b	13
o21bai	5
and4	5
nand3	27
xnor2	56
nor4	4
path summary, 6_finish.rpt:
path	end	slack (ps)	cells past startpoint
min in group asynchronous	iDUTlft.cnt[10]	2300	2
max	lft_prod[20]	3710	17
min reg2reg	lft_duty[3]	490	1
min	lft_duty[3]	490	1
max reg2reg	rght_prod[18]	5990	17
max in group asynchronous	iDUTrght.cnt[3]	8840	2
No activity file was given, so power comes from the tool's default toggle rates.
